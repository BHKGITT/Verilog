`design/flow/run.sh`:
```
#!/bin/bash
# OpenROAD 26Q1-2900-gdf79404cd8, Yosys 0.63+post, stock flow scripts
make -C /OpenROAD-flow-scripts/flow DESIGN_CONFIG=/design/flow/config.mk WORK_HOME=/design/flow/orfs finish
```
`design/flow/config.mk`:
```
export PLATFORM = sky130hd
export DESIGN_NAME = dualportram
export DESIGN_NICKNAME = dualportram
export VERILOG_FILES = /design/flow/design.v
export SDC_FILE = /design/flow/constraint.sdc
export NUM_CORES = 4
export LEC_CHECK = 1
export CORE_UTILIZATION = 30
```
`design/flow/constraint.sdc`:
```
current_design dualportram

set clk_period 2.8
set clk_io_pct 0.2

create_clock -name clk0 -period $clk_period [get_ports {clk}]

set non_clock_inputs [all_inputs -no_clocks]
set_input_delay [expr $clk_period * $clk_io_pct] -clock clk0 $non_clock_inputs
set_output_delay [expr $clk_period * $clk_io_pct] -clock clk0 [all_outputs]
```
`design/flow/design.v`:
```
module dualportram(input clk,rst,re,wr,input[7:0]din,
                   input[3:0]readadd,input[3:0]writeadd,
		   output reg [7:0]dout);
reg [7:0]mem[15:0];
integer i;
always@(posedge clk)
begin
if(rst)
  begin
  dout=8'b00000000;
   for(i=0;i<16;i=i+1)
     begin
       mem[i]=0;
     end
   end
else if(re==1)
   dout=mem[readadd];
else if(wr==1)
   mem[writeadd]=din;
else
   dout=8'bzzzzzzzz;
end
endmodule
```
==> notes.md <==
fresh numbers from the pnr run: status=finished clean, CTS Buffer Depth=2, Slew HR=between 30% and 40%, antenna violations before repair=0, Avg Inst Size Synth=8.44 µm², area figure in the yosys stat output=6150 µm², placed inst area=~6700 µm², top post-synthesis cells by count=dfxtp_1, nand2_1, a21oi_1, Crit-path slowest cell=clkdlybuf4s50_1, Sink Count=approximately 140, ys flop type=dfxtp_1, CTS Hold Bufs=0, io pins=28, Synth top area share=between 40% and 50%, Hold Path Class=flop to flop, dpl cells=987, crit-path leading delay family=buffers and inverters, kind of critical path=input port to flop, synthesis-to-finish area growth=19.5%, total setup buffers inserted after CTS=0, Detailed Routing Iterations Pass 1=5, post-layout minimum cycle time=~2.1 ns, fp_density=a little under a third, DIE WIDTH=~150 µm, DP Wirelength=about 12000 µm, total track usage=between 10% and 20%, first-pass GRT wire length=between 20000 and 30000 µm, H-tree levels=4, Leakage=roughly 2.5 nW, share of layout cells above drive strength 1=between 10% and 20%, Die ar.=between 20000 and 25000 µm², Num CTS Buffers=17, Reg area=approximately 2700 µm², most common cell in the netlist=dfxtp_1, cycle use final=76.1%, Final Wtd Congestion=roughly 0.95, Final Non-Filler Cells=approximately 1000, vias per cell=around 5.2, CP Buf/Inv Count=2, Peak VDD IR=0.418 mV, worst clock skew=around 0.011 ns, maxcap violations=0, Core Area=19800 µm², Crit. End Element=flop, IO buf count=27, final instance area=roughly 7300 µm², row count=roughly 51, Fin Hold WS=about 0.45 ns, Critical Path RT=around 3.1 ns, root buffer cell=clkbuf_16, ys flops=~140, Max Fclk=roughly 0.47 GHz, Latency at later pin=0.43 ns, async set-reset flop share out of synthesis=0%, crit path DAT=~2.4 ns, Worst-path clk slew=around 0.060 ns, Hold Vio Cnt, Final=0, Post-Syn Instances=728, grt ovf=0, ANT nets after route=0, Yosys cell types=approximately 41, DRT iter0 DRCs=approximately 460, synthesis warning total=3, cell area power density=~630 nW/µm², vias post-DR=approximately 5300, Avg WL per Cell=17.9 µm, PostCTS Resize Cnt=0, Place WS=0.194 ns, largest net degree at the start of global routing=48, crit path cell chain=clkdlybuf4s50_1 > buf_12 > mux2_2 > a22oi_1 > o22ai_1 > nor4_1 > o21ai_1, Setup TNS Final=0 ns, register share after synthesis=roughly 44%, maximum fanout along the worst path=36, Cell area leaders=dfxtp_1, mux2i_1, a21oi_1, drt total wl=roughly 18000 µm, Slew Viols, Final=0, Setup violations, final=0, post-synth top area cell=dfxtp_1, multi-input logic area=about 3100 µm², CP max stage delay=between 0.5 and 0.6 ns, CTS tree=done, number of global-route vias before repair=4968, Post-synth EDFFs=0, Layout fillers=1982, DRC errors left=0, # diodes=0, die y size=~150 µm, Slew @ Worst Pin=approximately 0.92 ns, Setup WS post-layout=0.671 ns, RSZ-0062 raised after global routing=false, CP startpoint kind=input port, Yosys Instances=728, Log Warnings=25, synthesized area=a little over 6000 µm²
==> worst register-to-register path, stage by stage (launching register included) <==
cell and delay, ns:
dfxtp_1 0.36, nor3b_1 0.21, a211oi_1 0.07, a2111oi_0 0.41, buf_4 0.20, nor3_1 0.06, o21ai_1 0.14
==> logic make-up after synthesis <==
group           synth area share [%]
buf+inv                         5.76
compound gates                  13.4
mux                             15.1
simple gates                    21.4
flops                           44.3
==> registers in the layout, summed over array words and instances (netlist names) <==
register / count
dout: 8
mem: 128
==> per-stage QoR <==
step / utilization (%) / power [mW]
2_1_floorplan: - / 2.19
3_3_place_gp: 34.0 / 2.32
3_5_place_dp: 34.0 / 2.32
4_1_cts: 37.1 / 4.64
5_1_grt: 37.1 / 4.75
6_report: 37.1 / 4.62
==> area by class of cell <==
| class | count | share of cell area, % |
|---|---|---|
| Tap cell | 265 | 4.52 |
| Timing Repair Buffer | 62 | 7.74 |
| Multi-Input combinational cell | 515 | 41.9 |
| Clock inverter | 10 | 2.04 |
| Clock buffer | 21 | 6.27 |
| Inverter | 9 | 0.460 |
| Sequential cell | 136 | 37.1 |
==> worst paths after layout <==
path                     startpoint              endpoint  slack [ns]  cells after the start
max                      readadd[3]  dout[0]$_SDFFE_PP0P_        0.67                      7
max reg2reg  mem[4][7]$_SDFFE_PP0P_  dout[7]$_SDFFE_PP0P_        1.29                      6
min reg2reg    dout[0]$_SDFFE_PP0P_  dout[0]$_SDFFE_PP0P_        0.45                      2
min            dout[0]$_SDFFE_PP0P_  dout[0]$_SDFFE_PP0P_        0.45                      2
==> layout by cell type, fill, tap and decap left out, types with 2 or more instances in the layout <==
cell type / count
clkinv_2: 6
clkbuf_1: 2
a221oi_1: 2
nor2b_2: 2
a21oi_1: 80
nand2_1: 104
nor2_2: 2
clkdlybuf4s50_1: 26
o21ai_1: 7
nor3b_4: 2
mux4_2: 6
nor2b_1: 12
dfxtp_1: 136
buf_4: 33
bufinv_16: 4
nor4_1: 6
o21ai_0: 14
mux2i_1: 58
nor3_1: 3
o22ai_1: 7
nor2_1: 73
a22oi_1: 22
clkbuf_8: 2
buf_12: 3
clkbuf_16: 17
mux2_2: 19
nand3_1: 76
and3_1: 4
inv_1: 9
==> where the power goes <==
part	leakage, nW	switching, mW	internal, mW
clock network	0.306	0.816	1.52
registers	1.10	0.00938	1.95
logic	1.06	0.210	0.107
total	2.47	1.03	3.58
==> layer usage <==
layer	vias up	GRT usage, %	part of all wire (%)
li1	2556	-	-
met1	2531	26.7	47
met2	148	26.9	45
met5	-	0	0
met4	0	3.21	1.8
met3	20	3.75	5.9
Power is estimated from default activity; no workload was simulated.
