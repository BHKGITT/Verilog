===== /design/flow/constraint.sdc =====
current_design fifo

set clk_period 5.2
set clk_io_pct 0.2

create_clock -name clk0 -period $clk_period [get_ports {clk}]

set non_clock_inputs [all_inputs -no_clocks]
set_input_delay [expr $clk_period * $clk_io_pct] -clock clk0 $non_clock_inputs
set_output_delay [expr $clk_period * $clk_io_pct] -clock clk0 [all_outputs]

===== /design/flow/config.mk =====
export PLATFORM = sky130hd
export DESIGN_NAME = fifo
export DESIGN_NICKNAME = fifo
export VERILOG_FILES = /design/flow/design.v
export SDC_FILE = /design/flow/constraint.sdc
export NUM_CORES = 4
export LEC_CHECK = 1
export CORE_UTILIZATION = 50

===== /design/flow/run.sh =====
#!/bin/bash
# OpenROAD 26Q1-2900-gdf79404cd8, Yosys 0.63+post, stock flow scripts
make -C /OpenROAD-flow-scripts/flow DESIGN_CONFIG=/design/flow/config.mk WORK_HOME=/design/flow/orfs finish

===== /design/flow/design.v =====
module fifo(input clk,rst,wr,re,input [7:0]din,
		output reg [7:0]dout,output  reg full,empty);
reg [15:0]mem[7:0];
reg [3:0]readpointer=4'b0000;
reg [3:0]writepointer=4'b0000;
integer i;
always@(posedge clk)
begin
if(rst)
begin
dout<=8'b0;
for(i=0;i<16;i=i+1)
mem[i]<=0;
end
else if(wr && !full)
begin
mem[writepointer]<=din;
writepointer<=writepointer+1;
end
else if(re && !empty)
begin
dout<=mem[readpointer];
readpointer<=readpointer+1;
end
end
assign full=(writepointer==4'b1111)?1'b1:1'b0;
assign empty=(readpointer==4'b1111)?1'b1:1'b0;
endmodule

==> job_summary.md <==
## PnR job results

| Metric | Value |
|---|---|
| Mean post-synth cell area | `16.0 um2` |
| Hold Crit Class | `register to register` |
| Ports | `22` |
| First-pass GRT wire length | `10500 um` |
| Die area | `0.00748 mm2` |
| Flop2flop setup slack | `2720 ps` |
| Area grow syn2layout | `14.3%` |
| Port buffer count | `21` |
| Sw frac | `21.1%` |
| Sequential share of power | `59.3%` |
| # fillers | `522` |
| Min Tclk post-route | `3180 ps` |
| Mux area share | `13.8%` |
| Slew Limit Fails | `0` |
| Gr usage total | `21.6%` |
| Clk network pwr share | `34.4%` |
| Via density | `5.51` |
| Worst path slowest cell | `edfxtp_1` |
| Cycle use final | `61.2%` |
| Yosys xor share | `0.981%` |
| Crit Path Max Fanout | `19` |
| Post-synth regs | `80` |
| Status | `complete, no violations` |
| Combinational power share | `6.4%` |
| Yosys stat cell total | `223` |
| Cell Type Count | `25` |
| CTS buffer count | `9` |
| Worst-skew pair later-pin latency | `340 ps` |
| Worst stage delay on the critical path | `880 ps` |
| Wire length per cell | `19.5 um` |
| Core area | `0.00683 mm2` |
| Crit start category | `register` |
| Total gr overflow | `0` |
| Main logic family after synthesis | `simple AND/OR/NAND/NOR gates` |
| Unrepaired setup endpoints after global routing | `false` |
| Synthesized instance count | `223` |
| Fin area | `0.00408 mm2` |
| Sw power | `263 uW` |
| Crit end category | `primary output` |
| Die Wd | `86.5 um` |
| YS chip area | `0.00357 mm2` |
| Post-Syn Area | `0.00357 mm2` |
| Final-report setup violation count | `0` |
| Logic area | `0.00117 mm2` |
| Antenna cells | `0` |
| Slew margin rel. | `39.4%` |
| Largest net degree at the start of global routing | `20` |
| Delay-heaviest family, CP | `flip-flops` |
| Max-Cap Viols | `0` |
| P_int | `982 uW` |
| Setup TNS | `0 ps` |
| CTS tree | `yes` |
| Crit path cell chain | `nand3_1 -> inv_1 -> clkdlybuf4s50_1` |
| Pwr dens | `305 mW/mm2` |
| Ao+oa area frac | `2.98%` |
| Antenna Nets Post-Route | `0` |
| Hold Violations, Final | `0` |
| WS Path Type | `register to primary output` |
| Post-CTS Resized | `0` |
| Height of the die | `86.5 um` |
| Fmax | `0.314 GHz` |
| Gpl congestion | `0.870` |
| Clock transition at path regs | `80 ps` |
| VDD IR max | `0.000157 V` |
| Ys Warns | `3` |
| Layout cells sized above 1 | `13.5%` |
| DRC | `0` |
| Hold Buf Count CTS | `0` |
| CTS Sinks | `80` |
| Worst EP arrival | `2140 ps` |
| Most frequent logic cell in the layout | `edfxtp_1` |
| Hpwl dp | `4700 um` |
| Vias | `1963` |
| Simple-Gate Area Share | `14.3%` |
| Required time worst endpoint | `4160 ps` |
| Initial antenna violation count | `0` |
| Clock root buffer | `clkbuf_8` |
| Max Buffers Root-to-Sink | `2` |
| Drt first-iter violations | `91` |
| Clk_skew | `9.37 ps` |
| FP Core Util | `52.3%` |
| Top cells excl fill/tap | `edfxtp_1 (72), and2_1 (64), clkdlybuf4s50_1 (21)` |
| FF/Latch Area | `0.00232 mm2` |
| Log Warnings | `25` |
| Adders+Majority by Area | `0.701%` |
| CTS HTree Levels | `3` |
| Drt first pass iters | `4` |
| Vias in the first global route | `1999` |
| Actual slew at the worst max-slew pin | `905 ps` |
| Routed WL | `6960 um` |
| P_leak | `0.00153 uW` |
| # rows | `30` |
| Area post-placement | `0.00389 mm2` |
| Post-synth seq share | `65.1%` |
| Critical path buffers and inverters | `2` |
| Setup Buffers After CTS | `0` |
==> metal layers <==
metal | global-route usage (%) | wire length (um) | part of all wire (%)
met5 | 0 | 0 | 0
met2 | 31.9 | 3260 | 47
met3 | 10.3 | 613 | 8.8
met4 | 3.79 | 140 | 2.0
met1 | 33.2 | 2950 | 42
==> Yosys cell counts <==
| master | count | area share, % |
|---|---|---|
| edfxtp_1 | 72 | 61 |
| and2_1 | 64 | 11 |
| mux4_1 | 11 | 8.1 |
| a22o_1 | 8 | 2.0 |
| dfxtp_1 | 8 | 4.5 |
| mux2_2 | 8 | 2.5 |
| nor2_1 | 7 | 0.74 |
| o21ai_0 | 6 | 0.84 |
| inv_1 | 5 | 0.53 |
| mux4_2 | 5 | 3.2 |
| nand3_1 | 4 | 0.56 |
| buf_2 | 2 | 0.28 |
| buf_6 | 2 | 0.63 |
| clkbuf_1 | 2 | 0.21 |
| ha_1 | 2 | 0.70 |
| nand2_1 | 2 | 0.21 |
| nand2b_1 | 2 | 0.35 |
| nand4_1 | 2 | 0.35 |
| nor3_1 | 2 | 0.28 |
| or2_2 | 2 | 0.35 |
| xnor2_1 | 2 | 0.49 |
| xor2_1 | 2 | 0.49 |
| a31oi_1 | 1 | 0.18 |
| and4_1 | 1 | 0.25 |
| buf_12 | 1 | 0.56 |
==> cells by family after synthesis <==
kind of cell,after synthesis
and+or+nand+nor,86
DFF,80
muxes,24
AOI/OAI and AO/OA,15
buffers and inverters,12
xor gates and xnor gates,4
adders and majority gates,2
==> registers in the layout (all words and copies together) (netlist names) <==
| name | flops |
|---|---|
| dout | 8 |
| readpointer | 4 |
| mem | 64 |
| writepointer | 4 |
==> area by class of cell <==
cell class	count	share of cell area, %
repair buffers	28	6.44
clock inverters	7	1.53
well taps	96	2.94
multi-input cells	131	28.7
clock buffers	9	3.04
flip-flops and latches	80	56.9
inverters	5	0.460
==> power by group through the flow <==
| stage | sequential, uW | clock [uW] | combinational (uW) |
|---|---|---|---|
| CTS | 738 | 432 | 80.5 |
| global route | 741 | 465 | 86.5 |
| finish | 738 | 428 | 79.6 |
==> stage by stage <==
step / util, % / worst slack, ps / std cells / power, uW / hold slack, ps
2_1_floorplan: - / 2760 / 223 / 791 / 420
3_3_place_gp: 57.0 / 2070 / 340 / 830 / 461
3_5_place_dp: 57.0 / 1990 / 340 / 833 / 456
4_1_cts: 59.7 / 1960 / 356 / 1250 / 489
5_1_grt: 59.7 / 1820 / 356 / 1290 / 499
6_report: 59.7 / 2020 / 356 / 1250 / 483
==> worst paths after layout <==
| check | start | end | depth (start not counted) |
|---|---|---|---|
| worst min register to register | dout[0] | dout[0] | 1 |
| worst max register to register | writepointer[1] | mem[1][2] | 5 |
| worst min-delay path | dout[0] | dout[0] | 1 |
| worst max-delay path | readpointer[2] | empty | 3 |
Power is estimated from default activity; no workload was simulated.
