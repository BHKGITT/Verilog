**flow/run.sh**
```bash
#!/bin/bash
# OpenROAD 26Q1-2900-gdf79404cd8, Yosys 0.63+post, stock flow scripts
make -C /OpenROAD-flow-scripts/flow DESIGN_CONFIG=/design/flow/config.mk WORK_HOME=/design/flow/orfs finish
```
**flow/config.mk**
```make
export PLATFORM = sky130hd
export DESIGN_NAME = mod12
export DESIGN_NICKNAME = mod12
export VERILOG_FILES = /design/flow/design.v
export SDC_FILE = /design/flow/constraint.sdc
export NUM_CORES = 4
export LEC_CHECK = 1
export CORE_AREA = 10 10 70 70
export DIE_AREA = 0 0 80 80
```
**flow/constraint.sdc**
```tcl
current_design mod12

set clk_period 2.3
set clk_io_pct 0.2

create_clock -name clk0 -period $clk_period [get_ports {clock}]

set non_clock_inputs [all_inputs -no_clocks]
set_input_delay [expr $clk_period * $clk_io_pct] -clock clk0 $non_clock_inputs
set_output_delay [expr $clk_period * $clk_io_pct] -clock clk0 [all_outputs]
```
**flow/design.v**
```verilog
module mod12(clock,reset,load,mode,data_in,count_out);
	input clock,reset,load,mode;
	input [3:0]data_in;
	output reg[3:0]count_out;
always@(posedge clock)
		begin
			if(reset)
				count_out<=4'b0;
			else if(load)
				count_out<=data_in;
			else if(mode)  
				begin
					if(count_out==4'b1011)
						count_out<=4'b0;
					else
						count_out<=count_out+1'b1;
 				end	
			else  
				begin
					if(count_out==4'b0)
						count_out<=4'b1011;
				        else
				                count_out<=count_out-1'b1;
				end
		end
endmodule
```
==> changes_impl.md <==
## Flow update

* Mapped Avg Cell Area at slightly above 7 um2
* Clock power frac at 0.373
* Postcts setup bufs at 0
* Worst stage delay on the critical path at 0.53 ns
* Ys async rst share at 0
* Clock sink total at 4
* Register area share after synthesis at 0.2936
* HP Class: reg2reg
* Routed wl met3 at ~100 um
* Peak supply drop at about 0.00023 V
* Hold slack final at between 0.6 and 0.7 ns
* Biggest regs: count_out x4
* Residual DRC count at 0
* Post_cts resized at 0
* Net switching power at 57.91 uW
* Share of cells above drive strength 1 at 0.09804
* Drt pass-1 iters at 4
* Gpl congestion at 0.7670
* Largest register FFs at 4
* Critical path required time at about 1.8 ns
* Final setup violation count at 0
* Post-route ant nets at 0
* P_leak at ~0.00017 uW
* Worst-skew pair later-pin latency at between 0.2 and 0.25 ns
* Crit path buffers/inverters at 1
* Slew HR at 0.8112
* DR WL/cell at between 8 and 9 um
* Layout area overhead at 68.35%
* Clock transition at path regs at roughly 0.040 ns
* Core box area at ~0.0034 mm2
* Run status: complete, no violations
* Worst setup EP type: output port
* H-tree level count at 1
* Total CTS buffers at 3
* Total die area at between 0.006 and 0.007 mm2
* MaxCap Viol Count at 0
* Number of global-route vias before repair at slightly below 300
* Floorplan utilization at 0.07985
* Synth warnings at 1
* Slowest cell on the critical path: clkdlybuf4s50_1
* Initial antenna violation count at 0
* Cts hold-fix bufs at 0
* Largest net degree at the start of global routing at 9
* Final WL at approximately 800 um
* CTS root buf: clkbuf_4
* Row cnt at 21
* Ys flop type: dfxtp_1
* Gr usage total at 0.02639
* CP top delay family: buffers and inverters
* Reg with most FFs: count_out
* Sw frac at 0.2556
* Yosys reg bits at 4
* Final Hold Vio Count at 0
* Flip-flops with a built-in enable at 0
* Vias at about 310
* P_int at roughly 170 uW
* Top Metal Used: met3
* I/O pins at 12
* Mapped Cells at 38
* Peak Freq at roughly 600 MHz
* Final Cycle Share at 0.7291
* Yosys stat cell total at 38
* Fillers at around 410
* Top-area cell share at 0.2936
* DRT met1 WL at around 340 um
* RSZ-0062 raised after global routing: false
* First-pass GRT wire length at roughly 1400 um
* TritonCTS clock tree: done
* CP startpoint kind: flip-flop
* Initial DRC Count at 10
* Critical path arrival at around 1.2 ns
* Max clock buf depth at 2
* Input/output buffers at 11
* Critical path class: reg2out
* Worst-path cell chain: clkdlybuf4s50_1
* Fin Clk Skew at between 0.004 and 0.005 ns
* Post-DP HPWL at between 600 and 700 um
* Slew Limit Fails at 0
* Least-Margin Pin Slew at between 0.2 and 0.3 ns
* Biggest area cells: dfxtp_1, a21oi_1, ha_1
* Chip height at ~80 um
* Placed insts at roughly 94
* Non-Filler Instances at approximately 97
* Combinational Power Share at 0.249
* Yosys top cell by area: dfxtp_1
* Commonest cells in the netlist: a21oi_1, nand2_1, nor2_1
* Chip Width at ~80 um
* Yosys stat chip area at around 270 um2
* Maximum fanout along the worst path at 8
* Grt ovf at 0
* Number of diodes at 0
* Sequential share of power at 0.378
* Netlist Area Pre-Place at between 200 and 300 um2
* Tool warning count at 26
* Met2 WL at around 380 um
* Min cycle time layout at ~1.7 ns
* Setup TNS at 0 ns
* DR vias/cell at between 3 and 4
* Total Power at 226.5 uW
* Synth unique cells at 19
* Power per cell area at between 400 and 500 mW/mm2
-- through the flow --
step	cell area, um2	utilization	worst slack [ns]
2_1_floorplan	272.8	-	1.046
3_3_place_gp	436.7	0.1278	0.5452
3_5_place_dp	436.7	0.1278	0.5167
4_1_cts	459.2	0.1344	0.6082
5_1_grt	459.2	0.1344	0.5416
6_report	459.2	0.1344	0.6231
-- cells by family after synthesis --
| logic type | share of synthesized area |
|---|---|
| flops | 0.2936 |
| compound gates | 0.2431 |
| xor+xnor | 0.03212 |
| simple gates | 0.2156 |
| fa+ha+maj | 0.09173 |
| mux | 0.04128 |
| buf+inv | 0.08253 |
-- final timing paths --
check	start	endpoint	slack, ns	depth (start not counted)
max	count_out[0]	count_out[0]	0.62	1
min	count_out[0]	count_out[0]	0.64	3
max reg2reg	count_out[0]	count_out[2]	0.91	6
min reg2reg	count_out[0]	count_out[0]	0.64	3
-- placed cells by master, fill, tap and decap left out, drive strengths merged --
cell	Yosys	routed
clkbuf	1	3
and4	1	1
or4	1	1
ha	2	2
nor3	1	1
o31ai	1	1
a21oi	5	5
o21ai	1	1
nor2	5	5
o211ai	1	1
a31oi	1	1
xor2	1	1
o22ai	1	1
a221oi	1	1
clkdlybuf4s50	0	11
mux2	1	1
nand2	5	5
dfxtp	4	4
inv	5	5
-- power by group through the flow --
stage	Combinational (uW)	Sequential, uW	Clock [uW]
after global routing	65.0	87.0	101
after CTS	57.7	85.6	89.6
final	56.3	85.7	84.5
-- worst reg2reg max path: cells and delay by family (launching register included) --
family	cells	cell delay, ns
flip-flops	1	0.45
multiplexers	1	0.27
adder cells (fa/ha/maj)	1	0.23
AND-OR/OR-AND	2	0.23
buffers and inverters	1	0.08
AND/OR/NAND/NOR	1	0.06
-- layer usage --
layer | GRT usage | up-vias
met1 | 0.02924 | 136
li1 | - | 161
met2 | 0.04093 | 13
met3 | 0.02045 | 0
met5 | 0 | -
met4 | 0.001761 | 0
-- cell type report --
| type | count | area, um2 | area share |
|---|---|---|---|
| multi-input combinational | 28 | 170.2 | 0.3706 |
| clock buffer | 3 | 22.52 | 0.04905 |
| timing repair buffer | 11 | 110.1 | 0.2398 |
| inverter | 5 | 18.77 | 0.04087 |
| tap | 46 | 57.56 | 0.1253 |
| sequential | 4 | 80.08 | 0.1744 |
Power and IR drop assume default switching activity.
